File: design.v
module behavioral_fsm(input logic clk,
 input logic reset,
 input logic left, right,
 output logic la, lb, lc, ra, rb, rc);
	reg [6:0] states = {0,0,0,0,0,0,0};
	always @(posedge clk)
		begin
			#1;
			if (states[0] == 1 && left == 1) begin
				states[1] = 1;
				states[0] = 0;
				end
			else if (states[0] == 1 && right == 1) begin
				states[4] = 1;
				states[0] = 0;
				end
			else if (states[1] == 1) begin
				states[2] = 1;
				states[1] = 0;
				end
			else if (states[2] == 1) begin
				states[3] = 1;
				states[2] = 0;
				end
			else if (states[3] == 1) begin
				states[0] = 1;
				states[3] = 0;
				end
			else if (states[4] == 1) begin
				states[5] = 1;
				states[4] = 0;
				end
			else if (states[5] == 1) begin
				states[6] = 1;
				states[5] = 0;
				end
			else if (states[6] == 1) begin
				states[0] = 1;
				states[6] = 0;
				end
			else begin
				states[0] = 1;
				end
			la = (states[1] || states[2] || states[3]);
			lb = (states[2] || states[3]);
			lc = states[3];
			ra = (states[4] || states[5] || states[6]);
			rb = (states[5] || states[6]);
			rc = states[6];
		end
endmodule
File: run.sh
#!/bin/bash
# OpenROAD 26Q1-2900-gdf79404cd8, Yosys 0.63+post, stock flow scripts
make -C /OpenROAD-flow-scripts/flow DESIGN_CONFIG=/design/flow/config.mk WORK_HOME=/design/flow/orfs finish
File: config.mk
export PLATFORM = sky130hd
export DESIGN_NAME = behavioral_fsm
export DESIGN_NICKNAME = behavioral_fsm
export VERILOG_FILES = /design/flow/design.v
export SDC_FILE = /design/flow/constraint.sdc
export NUM_CORES = 4
export LEC_CHECK = 1
export CORE_AREA = 10 10 76 76
export DIE_AREA = 0 0 86 86
File: constraint.sdc
current_design behavioral_fsm

set clk_period 1.9
set clk_io_pct 0.2

create_clock -name clk0 -period $clk_period [get_ports {clk}]

set non_clock_inputs [all_inputs -no_clocks]
set_input_delay [expr $clk_period * $clk_io_pct] -clock clk0 $non_clock_inputs
set_output_delay [expr $clk_period * $clk_io_pct] -clock clk0 [all_outputs]
==> impl_metrics.yaml <==
# physical design summary
run_status:
  status: "finished clean"
floorplan:
  die_w_um: 86
  initCoreUtil: 0.112
  die.size.y_um: 86
  fp-row-count: 23
  die-area_mm2: 0.00740
  ios: 10
  coreArea_mm2: 0.00412
clocking:
  cts-htree-levels: 1
  post_cts_buffers: 0
  cts.repair.resized: 0
  ctsHoldBuffers: 0
  cts_buffer_depth: 2
  worstSkewPairLatency_ps: 240
  cts-buffers-inserted: 3
  cts_tree: "done"
  root_buffer: "clkbuf_8"
  path_clk_slew_ps: 50
  cts_sinks: 13
detailed_routing:
  wl_per_cell_um: 8.60
  vias_per_cell: 3.26
  drc: 0
  vias: 342
  diodes: 0
  postRouteWirelength_um: 903
  firstDrtPassIters: 4
  detail-route-antenna-nets: 0
  dr.first_iter.drc_count: 3
global_route:
  overflow: 0
  grt_pass1_wl_um: 1510
  top_usage_layer: "met1"
  use_met1: 0.0373
  grt_util_all_layers: 0.0250
  antenna_found_initial: 0
  met2_usage: 0.0270
  grt_max_degree: 8
  grt_pass1_vias: 326
  grtUsageMet3: 0.0191
worst_setup_path:
  crit_type: "primary input to flip-flop"
  cp_max_fo: 5
  crit_path_start_kind: "primary input"
  end_kind: "flip-flop"
  cp.required_ps: 2030
  worst-endpoint-arrival_ps: 1550
sta:
  fin_tns_setup_ps: 0
  rsz0062_at_grt: "no"
  fin_skew_ps: 0.212
  tightest_slew_ps: 273
  timing.hold.ws_ps: 514
  slew_viol_final: 0
  hold_viol: 0
  fin_crit_ps: 1430
  slew_headroom: 0.816
  fmax_mhz: 701
  setup_violations: 0
  fin_crit_sh: 0.751
yosys:
  edf_count: 0
  largest_area_cell: "dfxtp_1"
  flop_cell: "dfxtp_1"
  ys_area_um2: 463
  ys_ff: 13
  synth_cell_type_count: 18
  ys_async_sr_fraction: 0
  yosysSeqAreaShare: 0.562
  synth_warnings: 1
  synthTopCellsByCount: "dfxtp_1, nor2_1, nand2_1"
  syn_inst: 43
  ys_cells: 43
  most_common_cell: "dfxtp_1"
  area_leaders: "dfxtp_1, mux2_4, nor2_1, nand2_1, o211ai_1"
  syn_area_um2: 463
  synth_top_area_share: 0.562
  synth_area_per_cell_um2: 10.8
pwr:
  powerDensity_mw_per_mm2: 1730
  leakage_nw: 0.254
  vdd_ir_drop_max_v: 0.000798
placed_design:
  dpl.hpwl_um: 651
  gp_congestion: 0.765
  portBuffers: 8
  place_inst: 101
min_path:
  min_path_type: "flip-flop to flip-flop"
flow_run:
  maxCapViolCount: 0
  warnings: 26
final_layout:
  drive_gt1_frac: 0.218
  fillers: 449
  final_cells: 105
  area_growth_pct: 40.5
## metal layers
| metal | wire length (µm) | up-vias |
|---|---|---|
| met3 | 114 | 2 |
| met5 | 0 | - |
| met2 | 291 | 17 |
| li1 | - | 173 |
| met4 | 5 | 0 |
| met1 | 492 | 150 |
## flip-flops by register name, summed over array words and instances (netlist names)
name / cells
lb: 1
states: 7
la: 1
ra: 1
rb: 1
lc: 1
rc: 1
## power breakdown
| group | internal, mW | switching [mW] |
|---|---|---|
| clock | 0.148 | 0.0948 |
| combinational | 0.244 | 0.167 |
| sequential | 0.390 | 0.0824 |
| total | 0.781 | 0.344 |
## stage by stage
step / instance area [µm²] / utilization / power (mW) / setup slack, ps
6_report: 651 / 0.158 / 1.13 / 473
3_3_place_gp: 606 / 0.147 / 0.879 / 230
2_1_floorplan: 463 / - / 0.714 / 787
3_5_place_dp: 606 / 0.147 / 0.883 / 234
4_1_cts: 651 / 0.158 / 1.14 / 480
5_1_grt: 651 / 0.158 / 1.21 / 373
## cell families after synthesis
logic type      count (synthesis)  synth area share
mux                             4             0.111
flops                          13             0.562
simple gates                   17             0.200
buf+inv                         1           0.00810
compound gates                  8             0.119
## final timing paths
kind | startpoint | end | cells after the start | slack (ps)
max | left | states[3] | 4 | 470
min | states[2] | states[2] | 2 | 510
max reg2reg | states[2] | rc | 3 | 800
min reg2reg | states[2] | states[2] | 2 | 510
## layout make-up
cell class / count / area (µm²) / share of cell area
Clock buffer: 4 / 45.0 / 0.0692
Inverter: 1 / 3.75 / 0.00577
Multi-Input combinational cell: 29 / 199 / 0.306
Sequential cell: 13 / 260 / 0.400
Tap cell: 50 / 62.6 / 0.0962
Timing Repair Buffer: 8 / 80.1 / 0.123
## worst max-delay path, stage by stage
cell and delay (ps):
clkdlybuf4s50_1 490, o21a_2 280, nor2_2 100, mux2_4 300
## cells in the final DEF (no fill, tap or decap), types with 2 or more instances in the layout
cell / n
a21oi_1: 2
o211ai_1: 2
nand2_1: 4
clkbuf_8: 3
clkdlybuf4s50_1: 8
mux2_4: 2
dfxtp_1: 13
nor2_1: 7
nor2_2: 2
No activity file was given, so power comes from the tool's default toggle rates.
